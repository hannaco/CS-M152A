==> ./design.v <==
`timescale 1ns / 1ps
module clock_divider_version_1(
    input clk,
    input rst,
    output reg led
    );
integer counter; 
always @ (posedge clk) begin
    if (rst) begin
        led <= 1'b0;
        counter <= 0;
    end
    else if (counter == 49999999) begin 
        led <= ~led;
        counter <= 0;
    end
    else begin 
        counter <= counter + 1;
    end
end 
endmodule
==> ./run.sh <==
#!/bin/bash
# OpenROAD 26Q1-2900-gdf79404cd8, Yosys 0.63+post, stock flow scripts
make -C /OpenROAD-flow-scripts/flow DESIGN_CONFIG=/design/flow/config.mk WORK_HOME=/design/flow/orfs finish
==> ./config.mk <==
export PLATFORM = sky130hd
export DESIGN_NAME = clock_divider_version_1
export DESIGN_NICKNAME = clock_divider_version_1
export VERILOG_FILES = /design/flow/design.v
export SDC_FILE = /design/flow/constraint.sdc
export NUM_CORES = 4
export LEC_CHECK = 1
export CORE_AREA = 10 10 108 108
export DIE_AREA = 0 0 118 118
==> ./constraint.sdc <==
current_design clock_divider_version_1

set clk_period 6.1
set clk_io_pct 0.2

create_clock -name clk0 -period $clk_period [get_ports {clk}]

set non_clock_inputs [all_inputs -no_clocks]
set_input_delay [expr $clk_period * $clk_io_pct] -clock clk0 $non_clock_inputs
set_output_delay [expr $clk_period * $clk_io_pct] -clock clk0 [all_outputs]
==> impl_metrics.env <==
# implementation run metrics
export IMPL_p_leak_nw=0.5916
export IMPL_postCtsHoldBufs=0
export IMPL_path_buffers=2
export IMPL_num_antenna_cells=0
export IMPL_die_h_um=118
export IMPL_io_pins=3
export IMPL_grt_pass1_vias=1202
export IMPL_relSlewSlack=0.5591
export IMPL_timing_critical_path_required_ns=6.26
export IMPL_netlist_area_um2=1618
export IMPL_setup_viol=0
export IMPL_dieArea_um2=13920
export IMPL_worst_pin_slew_ns=0.6559
export IMPL_globalRoute_totalOverflow=0
export IMPL_clk_pin_slew_ns=0.06
export IMPL_r2r_slack_ns=3.75
export IMPL_cp_arrival_ns=2.55
export IMPL_rsz0062_at_grt="no"
export IMPL_synthArstFlopShare=0
export IMPL_yosysWarnings=1
export IMPL_tool_warnings=25
export IMPL_fmax_mhz=419.3
export IMPL_synth_avg_cell_area_um2=8.470
export IMPL_grt_pass1_wl_um=5733
export IMPL_initialDrtViolationCount=91
export IMPL_fp_util=0.1743
export IMPL_cts_resized=0
export IMPL_cts_buffers=5
export IMPL_ys_types=36
export IMPL_grt_antenna_before_repair=0
export IMPL_ir_worst_vdd_mv=0.05845
export IMPL_ys_cells=191
export IMPL_rows=35
export IMPL_endpoint_kind="flip-flop"
export IMPL_num_vias=1376
export IMPL_detailedPlace_worstSlack_ns=3.435
export IMPL_drv_slew=0
export IMPL_ys_area_um2=1618
export IMPL_drive_above_1_share=0.07538
export IMPL_fin_crit_ns=2.385
export IMPL_die_w_um=118
export IMPL_gp_congestion=0.8449
export IMPL_run_status="completed"
export IMPL_fin_crit_sh=0.3910
export IMPL_portBuffers=2
export IMPL_crit_start="rst"
export IMPL_wl_per_cell_um=10.03
export IMPL_cp_cell_sequence="clkdlybuf4s50_1 -> o21bai_2 -> buf_4 -> nor2_1"
export IMPL_ff2ff_path_depth=6
export IMPL_cp_max_fo=21
export IMPL_ff_type="dfxtp_1"
export IMPL_worst_hold_path_num_cells=1
export IMPL_powerDensity_nw_per_um2=208.6
export IMPL_clk_path_buf_depth=2
export IMPL_grt_usage=0.04654
export IMPL_clock_latency_ns=0.28
export IMPL_root_buffer="clkbuf_8"
export IMPL_h_tree_depth=2
export IMPL_finalSetupTns_ns=0
export IMPL_ant_nets=0
export IMPL_syn_inst=191
export IMPL_cts_tree="done"
export IMPL_slowest_delay_ns=0.76
export IMPL_top_cells_by_area="dfxtp_1, xor2_1, nor2_1, nand3_1, nand2_1"
export IMPL_grt_max_degree=22
export IMPL_edf_count=0
export IMPL_cts_sinks=33
export IMPL_path_depth=4
export IMPL_netlist_area_leader_share=0.4084
export IMPL_dp_hpwl_um=2340
export IMPL_finalHoldViolCount=0
export IMPL_timing_final_ws_setup_ns=3.715
export IMPL_crit_type="input pin to flip-flop"
export IMPL_coreArea_um2=9284
export IMPL_yosys_area_top_type="dfxtp_1"
export IMPL_maxCapViolCount=0
export IMPL_fin_cells=328
export IMPL_critPathLaunchType="input pin"
export IMPL_avgViaCountPerCell=4.195
export IMPL_drt_first_pass_iters=4
export IMPL_synth_seq_cells=33
export IMPL_slowest_stage="clkdlybuf4s50_1"
export IMPL_critical_path_top_delay_family="buffers and inverters"
export IMPL_drc=0
export IMPL_crit_path_end="counter[7]"
export IMPL_postCtsSetupBuffers=0
export IMPL_syn2layout_area_growth_pct=15.78
export IMPL_rr_startpoint="counter[0]"
export IMPL_hold_class="flip-flop to flip-flop"
export IMPL_timing_rr_end="counter[26]"
export IMPL_place_inst=320
export IMPL_clock_skew_final_ns=0.002595
export IMPL_synth_seq_share=0.4084
export IMPL_wl_um=3290
-- layout by cell type (no fill, tap or decap), types with 4 or more instances in the layout --
cell type,n
dfxtp_1,33
nor2_1,30
nand2_1,21
xor2_1,18
nand3_1,17
nand4_1,8
nor3_1,6
or3_1,5
xnor2_1,5
and3_1,5
clkbuf_8,5
or4_1,4
a21oi_1,4
-- power breakdown --
part           internal (W)  total [W]  switching [W]
sequential         0.000219   0.000224     0.00000476
combinational    0.00000505  0.0000124     0.00000733
clock             0.0000809   0.000154      0.0000735
total              0.000305   0.000391      0.0000856
-- routing by layer --
layer  global-route usage  part of all wire  wire [µm]
met1              0.06937              0.49       1602
met2              0.06888              0.45       1485
met3             0.006320             0.036        118
met4              0.01159             0.025         83
met5                    0                 0          0
-- registers in the layout, summed over array words and instances, names as in the netlist --
register and flops:
led 1, counter 32
-- per-stage QoR --
step | hold WS (ns) | util | area (µm²) | total power [W]
final | 0.4846 | 0.2018 | 1873 | 0.0003907
after global placement | 0.4652 | 0.1931 | 1793 | 0.0002409
after CTS | 0.4871 | 0.2018 | 1873 | 0.0003953
after detailed placement | 0.4732 | 0.1931 | 1793 | 0.0002410
after floorplan | 0.4413 | - | 1618 | 0.0002371
after global routing | 0.5067 | 0.2018 | 1873 | 0.0004062
-- kinds of logic (layout without fill, tap and decap cells) --
| family | after synthesis | in the layout | synth area share |
|---|---|---|---|
| flip-flops | 33 | 33 | 0.4084 |
| AND/OR/NAND/NOR | 113 | 113 | 0.3836 |
| XOR/XNOR | 23 | 23 | 0.1245 |
| adder cells (fa/ha/maj) | 1 | 1 | 0.007733 |
| buffers and inverters | 6 | 14 | 0.01547 |
| AND-OR/OR-AND | 15 | 15 | 0.06033 |
-- cell type report --
type | count | area (µm²)
fill | 1029 | 7411
tap | 129 | 161.4
timing repair buffer | 3 | 27.53
sequential | 33 | 660.6
inverter | 3 | 11.26
clock buffer | 8 | 80.08
multi-input combinational | 152 | 932.1
-- worst min-delay path by stage --
stage	startpoint	end	slack (ns)
after CTS	counter[0]	counter[0]	0.49
final	counter[0]	counter[0]	0.48
after global routing	counter[0]	counter[0]	0.51
-- cells in the mapped netlist (all sizes together) (2+ instances only) --
| cell | n |
|---|---|
| o21ai | 3 |
| buf | 2 |
| nor2 | 30 |
| a31oi | 3 |
| nand4 | 10 |
| nor4b | 2 |
| or4 | 5 |
| a21oi | 5 |
| nor3 | 6 |
| and3 | 5 |
| nand3 | 17 |
| dfxtp | 33 |
| nand2 | 22 |
| xor2 | 18 |
| xnor2 | 5 |
| nor4 | 6 |
| or3 | 5 |
| inv | 3 |
Power is estimated from default activity; no workload was simulated.
